## design/flow/design.v

```verilog
module dual_port_reg_file(
  input [4:0] Rd_Addr1,  
  input [4:0] Rd_Addr2,  
  input [31:0] Wr_Data,  
  input [4:0] Wr_Addr,  
  input Write_Reg,  
  input CLK,  
  output reg [31:0] Rd_Data1,  
  output reg [31:0] Rd_Data2,  
  output reg Busy  
);
reg [31:0] Reg_File[31:0];  
always @(*) begin
  Rd_Data1 = Reg_File[Rd_Addr1];
  Rd_Data2 = Reg_File[Rd_Addr2];
end
always @(posedge CLK) begin
  if (Write_Reg) begin
    Reg_File[Wr_Addr] <= Wr_Data;
  end
end
always @(*) begin
  if (Write_Reg) begin
    Busy = 1;  
  end
  else begin
    Busy = 0;  
  end
end
endmodule
```

## design/flow/run.sh

```bash
#!/bin/bash
# OpenROAD 26Q1-2900-gdf79404cd8, Yosys 0.63+post, stock flow scripts
make -C /OpenROAD-flow-scripts/flow DESIGN_CONFIG=/design/flow/config.mk WORK_HOME=/design/flow/orfs finish
```

## design/flow/config.mk

```make
export PLATFORM = sky130hd
export DESIGN_NAME = dual_port_reg_file
export DESIGN_NICKNAME = dual_port_reg_file
export VERILOG_FILES = /design/flow/design.v
export SDC_FILE = /design/flow/constraint.sdc
export NUM_CORES = 4
export LEC_CHECK = 1
export CORE_UTILIZATION = 40
```

## design/flow/constraint.sdc

```tcl
current_design dual_port_reg_file

set clk_period 6.4
set clk_io_pct 0.2

create_clock -name clk0 -period $clk_period [get_ports {CLK}]

set non_clock_inputs [all_inputs -no_clocks]
set_input_delay [expr $clk_period * $clk_io_pct] -clock clk0 $non_clock_inputs
set_output_delay [expr $clk_period * $clk_io_pct] -clock clk0 [all_outputs]
```

==> run notes <==
run metrics: Synth Cell Area=48800 um2, RSZ-0062 raised after global routing=false, Finish-stage setup viols=0, fraction of final layout cells sized beyond drive strength 1=around 10%, Clk pwr share=about two fifths, via count=31080, nature of the critical path startpoint=input port, Setup Buffers After CTS=0, hold slack=approximately 1.4 ns, Post-synth EDFFs=1024, height of the die=351.3 um, RD Place Congestion=0.8992, Syn Inst Count=~3400, setup_tns=0 ns, GR Layer Usage met1=between 30 and 40%, Worst path max stage delay=0.61 ns, min-delay worst type=in2reg, CTS Buf Count=approximately 100, switching pwr=~3.4 mW, # resized after CTS=0, static leakage=approximately 20 nW, crit-path max FO=19, Max Cap Viol=0, Yosys Instances=approximately 3400, Worst-path clk slew=0.07 ns, met3 Use GR=roughly 16%, Period minus WS final=5.578 ns, M2 GR Usage=40.64%, Chip Area, Yosys=approximately 50000 um2, antenna-violating nets left=0, fin worst setup slack=approximately 0.8 ns, critical path's slowest cell=clkdlybuf4s50_1, Cell Chain, Critical Path=clkdlybuf4s50_1, nor2b_4, buf_4, a22oi_1, a31oi_1, nand3_1, clkdlybuf4s50_1, fin cells=between 5000 and 6000, status=complete, no violations, Total Power Consumption=approximately 15 mW, Placed Cells=between 5000 and 6000, GR peak layer=met2, H-tree depth=3, CP top delay family=buffers and inverters, Root Driver=clkbuf_16, drt pass-1 iters=6, global-route wire length before repair=219600 um, initial DRC count=2057, Post-Syn Area per Cell=14.41 um2, Netlist cell types=23, Max-slew headroom=between 30 and 40%, tool warnings=26, Hold Crit Start=Wr_Data[29], Fill cells=10470, chip width=between 300 and 400 um, antenna violations before repair=11, num rows=127, grt total ovfl=0, main flop type=edfxtp_1, hold path endpoint=Reg_File[17][29]$_DFFE_PP_, Wirelength per Cell=approximately 30 um, f_max=about 180 MHz, Largest register FFs=approximately 1000, Synth flops=approximately 1000, Clock Tree Buf Depth=3, Core Region=120400 um2, worst-margin pin slew=just over 1 ns, Tot GR Track Use=around 27%, CP Buf/Inv Count=3, switching share of power=23.02%, post-layout period usage=between 80 and 90%, Sink Count=~1000, asr flop ratio synth=0%, combinational share of power=9.5%, I/O pin count=roughly 110, WS Path Type=in2out, number of port buffers=about 110, Place WS=between 0.8 and 0.9 ns, largest net degree at the start of global routing=~77, fp util=about two fifths, DP Wirelength=roughly 90000 um, Yosys warning count=1, Via density=about 6, vias in the first global route=approximately 32000, Die Size=between 100000 and 150000 um2, CTS tree=done, biggest regs=Reg_File: 1024 flops, # DRC=0, Final Hold Fails=0, Top reg by flops=Reg_File, Seq/Total Area, Yosys=63.02%, kind of end point of the critical path=output pin, Max Transition Viols Final=0, maximum VDD drop=0.2085 mV, hold path cells=2, area grow syn2layout=14.04%, sequential power share=50.7%, Arrival @ worst endpoint=between 4 and 5 ns, Required @ worst endpoint=roughly 5.1 ns, Final Routed Wirelength=roughly 150000 um, cell mode on critical path=clkdlybuf4s50_1, Power Internal=~11 mW, cts hold-fix bufs=0, P per Cell Area=about 270 nW/um2
[layout make-up]
class | instances | area (um2) | share of cell area [%]
antenna | 2 | 5.005 | 0.008994
sequential | 1024 | 30750 | 55.26
multi-input combinational | 2109 | 16780 | 30.15
timing repair buffer | 279 | 2863 | 5.144
clock buffer | 126 | 2728 | 4.902
tap | 1612 | 2017 | 3.624
clock inverter | 54 | 508.0 | 0.9129
[synthesized netlist by cell type (5+ instances only)]
library cell	number	area [um2]
buf_2	70	350.3
nor3_1	64	320.3
a31oi_1	64	400.4
mux2i_1	1024	10250
a22o_1	128	1121
edfxtp_1	1024	30750
nand3_1	194	970.9
clkbuf_1	86	322.8
nand3b_1	5	37.54
nand2_1	195	732.0
nor2_1	35	131.4
a22oi_1	192	1441
buf_6	45	506.7
a21oi_1	192	960.9
buf_4	48	360.4
[power groups by stage]
stage	combinational, mW	clock [mW]	sequential, mW
CTS	1.40	5.95	7.49
global route	1.49	6.22	7.50
finish	1.41	5.87	7.49
[cell families (layout without fill, tap and decap cells)]
kind of cell	after synthesis	in the layout	synth area share [%]
mux	1024	1024	21.01
other cells	0	2	0
buf+inv	254	459	3.226
compound gates	576	576	8.041
flops	1024	1024	63.02
simple gates	509	509	4.713
[placed cells by master (no fill, tap or decap), types with 16 or more instances in the layout]
| cell type | count |
|---|---|
| a21oi_1 | 192 |
| a22o_1 | 128 |
| a22oi_1 | 192 |
| a31oi_1 | 64 |
| buf_12 | 38 |
| buf_4 | 128 |
| clkbuf_1 | 20 |
| clkbuf_16 | 106 |
| clkdlybuf4s50_1 | 111 |
| clkinv_1 | 20 |
| clkinv_2 | 16 |
| edfxtp_1 | 1024 |
| mux2i_1 | 1024 |
| nand2_1 | 193 |
| nand3_1 | 194 |
| nor2_4 | 34 |
| nor3_1 | 64 |
[per-layer routing]
layer | share of wire, % | vias to the layer above | routed length [um]
li1 | - | 13670 | -
met1 | 36 | 15410 | 55110
met2 | 46 | 1657 | 71950
met3 | 14 | 323 | 21860
met4 | 3.6 | 20 | 5533
met5 | 0.20 | - | 310
[stage by stage]
step	instance area, um2	utilization, %
6_report	55650	46.20
5_1_grt	55650	46.20
4_1_cts	55640	46.20
3_5_place_dp	52410	43.51
3_3_place_gp	52410	43.51
2_1_floorplan	48800	-
[how the worst max path moves through the flow]
stage | from | to | slack (ns) | cells after the start
4_1_cts | Rd_Addr1[0] | Rd_Data1[11] | 0.82 | 7
5_1_grt | Rd_Addr1[0] | Rd_Data1[11] | 0.71 | 7
6_report | Rd_Addr1[0] | Rd_Data1[11] | 0.82 | 7
Power and IR drop assume default switching activity.
