$ cat /design/flow/run.sh
#!/bin/bash
# OpenROAD 26Q1-2900-gdf79404cd8, Yosys 0.63+post, stock flow scripts
make -C /OpenROAD-flow-scripts/flow DESIGN_CONFIG=/design/flow/config.mk WORK_HOME=/design/flow/orfs finish
$ cat /design/flow/config.mk
export PLATFORM = sky130hd
export DESIGN_NAME = ALU
export DESIGN_NICKNAME = ALU
export VERILOG_FILES = /design/flow/design.v
export SDC_FILE = /design/flow/constraint.sdc
export NUM_CORES = 4
export LEC_CHECK = 1
export CORE_UTILIZATION = 40
$ cat /design/flow/constraint.sdc
current_design ALU

set clk_period 16.2
set clk_io_pct 0.2

create_clock -name clk0 -period $clk_period

set non_clock_inputs [all_inputs -no_clocks]
set_input_delay [expr $clk_period * $clk_io_pct] -clock clk0 $non_clock_inputs
set_output_delay [expr $clk_period * $clk_io_pct] -clock clk0 [all_outputs]
$ cat /design/flow/design.v
`timescale 1ns / 1ps
module ALU(OP,A,B,F,ZF,CF,OF,SF,PF);
    parameter SIZE = 32; 
    input [3:0] OP; 
    input [SIZE:1] A; 
    input [SIZE:1] B; 
    output [SIZE:1] F; 
    output  ZF,  
            CF,  
            OF,  
            SF,  
            PF;  
    reg [SIZE:1] F;
    reg C,ZF,CF,OF,SF,PF; 
    always@(*)
    begin
        C=0;
        case(OP)
            4'b0000:begin F=A&B; end     
            4'b0001:begin F=A|B; end     
            4'b0010:begin F=A^B; end     
            4'b0011:begin F=~(A|B); end  
            4'b0100:begin {C,F}=A+B; end  
            4'b0101:begin {C,F}=A-B; end  
            4'b0110:begin F=A<B; end     
            4'b0111:begin F=B<<A; end    
        endcase
        ZF = F==0; 
        CF = C;  
        OF = A[SIZE]^B[SIZE]^F[SIZE]^C; 
        SF = F[SIZE]; 
        PF = ~^F; 
    end     
endmodule
==> impl_metrics.yaml <==
# implementation run metrics
routing:
  via_per_inst: 6.263
  wl_per_cell_um: 23.46
  vias: 9771
  num_antenna_cells: 0
  remaining_drc_errors: 0
  detail-route-antenna-nets: 0
  drtIter0Drc: 938
  first_pass_iters: 5
  wl_mm: 36.59
power_and_ir_drop:
  p_switching_mw: 0.1979
  peakVddDrop_mv: 0.1199
  p_clk_frac: 0
  p_sw_frac: 0.5519
  power_density_nw_per_um2: 36.71
  leakage_nw: 4.250
  p_int_mw: 0.1607
  p_comb_frac: 0.965
  seq_power_share: 0.035
timing:
  whs_ps: 7690
  grt_setup_unrepaired: "false"
  fin_setup_tns_ps: 0
  period_needed_ps: 12510
  untimed_endpoints: 64
  finalClockPeriodUsage: 0.7722
  hold_viol: 0
  setup_viol: 0
  unclocked_regs: 32
  max_freq_ghz: 0.07994
  finalMaxSlewViolations: 0
  fin_ws_ps: 3691
  tightest_slew_ps: 927.4
  timing.slew.headroom: 0.3802
job:
  warning_count: 105
  cap_violations: 0
grt:
  first_global_vias: 8858
  grt_first_pass_wirelength_mm: 54.79
  antenna_found_initial: 3
  gr-total-overflow: 0
  grt_usage: 0.3390
  grt_max_degree: 49
place:
  post-place-ws_ps: 3833
  hpwl_mm: 29.09
  dp_cells: 1560
  port_buffers: 105
  place_congestion: 0.9917
layout:
  largest_register_ffs: 32
  drive_above_1_share: 0.05603
  fillCellCount: 2212
  fin_cells: 1560
  lay_top_cells: "ha_1, inv_1, nor2_1"
  regArea_sq_um: 480.5
  area_growth_pct: 14.52
  combGateArea_sq_um: 7279
  final_common_cell: "ha_1"
logic_synthesis:
  avgSynthCellArea_sq_um: 6.874
  edf_count: 0
  synth_flops: 32
  netlist_area_sq_um: 8531
  ys_cells: 1241
  synth_warnings: 33
  syn_inst: 1241
  synthArstFlopShare: 0
  netlist-cell-type-count: 81
  ys_area_sq_um: 8531
  ys.flop_type: "dlxtn_1"
run_status:
  status: "finished clean"
die:
  core_sq_um: 20960
  fp_util: 0.4071
  dieHeight_um: 148.0
  io_pins: 105
  die_w_um: 148.0
  chip_area_sq_um: 21910
  num_rows: 53
worst_setup_path:
  endpoint_kind: "output pin"
  worstPathArrival_ps: 9270
  start_kind: "primary input"
  crit_required_ps: 12960
  path_class: "primary input to output pin"
  worst-path-max-fanout: 32
hold_path:
  hold_path_class: "primary input to output pin"
clocking:
  cts_hold_buf: 0
  cts_resized: 0
  post_cts_buffers: 0
cell type report:
class,count,share of cell area
sequential,32,0.04918
inverter,120,0.04623
timing repair buffer,128,0.1242
tap,275,0.03522
multi-input combinational,1005,0.7451
cell usage after synthesis (all sizes together) (24+ instances only):
cell | n | area, sq um
nor2 | 116 | 435.4
ha | 121 | 1514
clkbuf | 60 | 225.2
mux2i | 39 | 390.4
dlxtn | 32 | 480.5
inv | 118 | 442.9
nand2 | 100 | 375.4
o21ai | 70 | 350.3
nor3 | 33 | 170.2
a21oi | 107 | 539.3
a221oi | 25 | 219.0
buf | 24 | 118.9
o211ai | 25 | 187.7
critical path, cell delays in order:
cell and delay, ps:
clkdlybuf4s50_1 450, buf_4 320, clkinv_1 540, ha_1 600
nor2_1 150, o311ai_2 130, a311oi_1 550, a211oi_2 250
o41ai_2 510, a21bo_1 250, a41o_1 220, a31oi_1 100
a32o_2 310, ha_1 310, xnor2_1 340, xnor2_1 190
xnor2_1 160, xnor2_1 150, clkdlybuf4s50_1 480
worst paths after layout:
kind,from,slack [ps],end,cells after the start
setup / recovery,A[4],3690,PF,19
hold / removal,OP[3],7690,SF,5
power by group through the flow:
stage / clock network, mW / logic, mW / registers, mW
after global routing: 0 / 0.373 / 0.0130
after CTS: 0 / 0.342 / 0.0125
final: 0 / 0.346 / 0.0124
cell families after synthesis:
group / synth area share
adder cells (fa/ha/maj): 0.1822
buffers and inverters: 0.09328
multiplexers: 0.09196
AND-OR/OR-AND: 0.3607
XOR/XNOR: 0.02361
AND/OR/NAND/NOR: 0.1920
latches: 0.05632
routing by layer:
layer | track usage | part of all wire | up-vias
met5 | 0 | 0.00036 | -
met4 | 0.07423 | 0.026 | 2
met3 | 0.08787 | 0.11 | 53
met2 | 0.4864 | 0.41 | 464
met1 | 0.5083 | 0.46 | 4578
li1 | - | - | 4674
through the flow:
| step | total power, mW | cell area [sq um] | util |
|---|---|---|---|
| after global routing | 0.3865 | 9769 | 0.4662 |
| after floorplan | 0.2253 | 8531 | - |
| after CTS | 0.3540 | 9769 | 0.4662 |
| final | 0.3586 | 9769 | 0.4662 |
| after detailed placement | 0.3506 | 9769 | 0.4662 |
| after global placement | 0.3544 | 9769 | 0.4662 |
Power and IR drop assume default switching activity.
